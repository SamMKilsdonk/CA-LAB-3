<file path="/design/flow/run.sh">
#!/bin/bash
# OpenROAD 26Q1-2900-gdf79404cd8, Yosys 0.63+post, stock flow scripts
make -C /OpenROAD-flow-scripts/flow DESIGN_CONFIG=/design/flow/config.mk WORK_HOME=/design/flow/orfs finish
</file>
<file path="/design/flow/config.mk">
export PLATFORM = sky130hd
export DESIGN_NAME = LAB_3
export DESIGN_NICKNAME = LAB_3
export VERILOG_FILES = /design/flow/design.v
export SDC_FILE = /design/flow/constraint.sdc
export NUM_CORES = 4
export LEC_CHECK = 1
export CORE_UTILIZATION = 40
</file>
<file path="/design/flow/constraint.sdc">
current_design LAB_3

set clk_period 6.6
set clk_io_pct 0.2

create_clock -name clk0 -period $clk_period [get_ports {Clk}]

set non_clock_inputs [all_inputs -no_clocks]
set_input_delay [expr $clk_period * $clk_io_pct] -clock clk0 $non_clock_inputs
set_output_delay [expr $clk_period * $clk_io_pct] -clock clk0 [all_outputs]
</file>
<file path="/design/flow/design.v">
module L3Decoder (Y31, Y30, Y29, Y28, Y27, Y26, Y25, Y24, Y23, Y22, Y21, Y20, Y19, Y18, Y17, Y16, Y15, Y14, Y13, Y12, Y11, Y10, Y9, Y8, Y7, Y6, Y5, Y4, Y3, Y2, Y1, Y0, s, en); 
	output reg Y31, Y30, Y29, Y28, Y27, Y26, Y25, Y24, Y23, Y22, Y21, Y20, Y19, Y18, Y17, Y16, Y15, Y14, Y13, Y12, Y11, Y10, Y9, Y8, Y7, Y6, Y5, Y4, Y3, Y2, Y1, Y0; 
	input [4:0] s;
	input en; 
	always @(s or en)   begin 
		if (en == 1'b1) 
			case ( s ) 
				5'd0 : {Y31,Y30,Y29,Y28,Y27,Y26,Y25,Y24,Y23,Y22,Y21,Y20,Y19,Y18,Y17,Y16,Y15,Y14,Y13,Y12,Y11,Y10,Y9,Y8,Y7,Y6,Y5,Y4,Y3,Y2,Y1,Y0} = 32'h00000001;
				5'd1 : {Y31,Y30,Y29,Y28,Y27,Y26,Y25,Y24,Y23,Y22,Y21,Y20,Y19,Y18,Y17,Y16,Y15,Y14,Y13,Y12,Y11,Y10,Y9,Y8,Y7,Y6,Y5,Y4,Y3,Y2,Y1,Y0} = 32'h00000002;
				5'd2 : {Y31,Y30,Y29,Y28,Y27,Y26,Y25,Y24,Y23,Y22,Y21,Y20,Y19,Y18,Y17,Y16,Y15,Y14,Y13,Y12,Y11,Y10,Y9,Y8,Y7,Y6,Y5,Y4,Y3,Y2,Y1,Y0} = 32'h00000004;
				5'd3 : {Y31,Y30,Y29,Y28,Y27,Y26,Y25,Y24,Y23,Y22,Y21,Y20,Y19,Y18,Y17,Y16,Y15,Y14,Y13,Y12,Y11,Y10,Y9,Y8,Y7,Y6,Y5,Y4,Y3,Y2,Y1,Y0} = 32'h00000008; 
				5'd4 : {Y31,Y30,Y29,Y28,Y27,Y26,Y25,Y24,Y23,Y22,Y21,Y20,Y19,Y18,Y17,Y16,Y15,Y14,Y13,Y12,Y11,Y10,Y9,Y8,Y7,Y6,Y5,Y4,Y3,Y2,Y1,Y0} = 32'h00000010;
				5'd5 : {Y31,Y30,Y29,Y28,Y27,Y26,Y25,Y24,Y23,Y22,Y21,Y20,Y19,Y18,Y17,Y16,Y15,Y14,Y13,Y12,Y11,Y10,Y9,Y8,Y7,Y6,Y5,Y4,Y3,Y2,Y1,Y0} = 32'h00000020;
				5'd6 : {Y31,Y30,Y29,Y28,Y27,Y26,Y25,Y24,Y23,Y22,Y21,Y20,Y19,Y18,Y17,Y16,Y15,Y14,Y13,Y12,Y11,Y10,Y9,Y8,Y7,Y6,Y5,Y4,Y3,Y2,Y1,Y0} = 32'h00000040;
				5'd7 : {Y31,Y30,Y29,Y28,Y27,Y26,Y25,Y24,Y23,Y22,Y21,Y20,Y19,Y18,Y17,Y16,Y15,Y14,Y13,Y12,Y11,Y10,Y9,Y8,Y7,Y6,Y5,Y4,Y3,Y2,Y1,Y0} = 32'h00000080;
				5'd8 : {Y31,Y30,Y29,Y28,Y27,Y26,Y25,Y24,Y23,Y22,Y21,Y20,Y19,Y18,Y17,Y16,Y15,Y14,Y13,Y12,Y11,Y10,Y9,Y8,Y7,Y6,Y5,Y4,Y3,Y2,Y1,Y0} = 32'h00000100;
				5'd9 : {Y31,Y30,Y29,Y28,Y27,Y26,Y25,Y24,Y23,Y22,Y21,Y20,Y19,Y18,Y17,Y16,Y15,Y14,Y13,Y12,Y11,Y10,Y9,Y8,Y7,Y6,Y5,Y4,Y3,Y2,Y1,Y0} = 32'h00000200;
				5'd10: {Y31,Y30,Y29,Y28,Y27,Y26,Y25,Y24,Y23,Y22,Y21,Y20,Y19,Y18,Y17,Y16,Y15,Y14,Y13,Y12,Y11,Y10,Y9,Y8,Y7,Y6,Y5,Y4,Y3,Y2,Y1,Y0} = 32'h00000400;
				5'd11: {Y31,Y30,Y29,Y28,Y27,Y26,Y25,Y24,Y23,Y22,Y21,Y20,Y19,Y18,Y17,Y16,Y15,Y14,Y13,Y12,Y11,Y10,Y9,Y8,Y7,Y6,Y5,Y4,Y3,Y2,Y1,Y0} = 32'h00000800;
				5'd12: {Y31,Y30,Y29,Y28,Y27,Y26,Y25,Y24,Y23,Y22,Y21,Y20,Y19,Y18,Y17,Y16,Y15,Y14,Y13,Y12,Y11,Y10,Y9,Y8,Y7,Y6,Y5,Y4,Y3,Y2,Y1,Y0} = 32'h00001000;
				5'd13: {Y31,Y30,Y29,Y28,Y27,Y26,Y25,Y24,Y23,Y22,Y21,Y20,Y19,Y18,Y17,Y16,Y15,Y14,Y13,Y12,Y11,Y10,Y9,Y8,Y7,Y6,Y5,Y4,Y3,Y2,Y1,Y0} = 32'h00002000;
				5'd14: {Y31,Y30,Y29,Y28,Y27,Y26,Y25,Y24,Y23,Y22,Y21,Y20,Y19,Y18,Y17,Y16,Y15,Y14,Y13,Y12,Y11,Y10,Y9,Y8,Y7,Y6,Y5,Y4,Y3,Y2,Y1,Y0} = 32'h00004000;
				5'd15: {Y31,Y30,Y29,Y28,Y27,Y26,Y25,Y24,Y23,Y22,Y21,Y20,Y19,Y18,Y17,Y16,Y15,Y14,Y13,Y12,Y11,Y10,Y9,Y8,Y7,Y6,Y5,Y4,Y3,Y2,Y1,Y0} = 32'h00008000;
				5'd16: {Y31,Y30,Y29,Y28,Y27,Y26,Y25,Y24,Y23,Y22,Y21,Y20,Y19,Y18,Y17,Y16,Y15,Y14,Y13,Y12,Y11,Y10,Y9,Y8,Y7,Y6,Y5,Y4,Y3,Y2,Y1,Y0} = 32'h00010000;
				5'd17: {Y31,Y30,Y29,Y28,Y27,Y26,Y25,Y24,Y23,Y22,Y21,Y20,Y19,Y18,Y17,Y16,Y15,Y14,Y13,Y12,Y11,Y10,Y9,Y8,Y7,Y6,Y5,Y4,Y3,Y2,Y1,Y0} = 32'h00020000;
				5'd18: {Y31,Y30,Y29,Y28,Y27,Y26,Y25,Y24,Y23,Y22,Y21,Y20,Y19,Y18,Y17,Y16,Y15,Y14,Y13,Y12,Y11,Y10,Y9,Y8,Y7,Y6,Y5,Y4,Y3,Y2,Y1,Y0} = 32'h00040000;
				5'd19: {Y31,Y30,Y29,Y28,Y27,Y26,Y25,Y24,Y23,Y22,Y21,Y20,Y19,Y18,Y17,Y16,Y15,Y14,Y13,Y12,Y11,Y10,Y9,Y8,Y7,Y6,Y5,Y4,Y3,Y2,Y1,Y0} = 32'h00080000;
				5'd20: {Y31,Y30,Y29,Y28,Y27,Y26,Y25,Y24,Y23,Y22,Y21,Y20,Y19,Y18,Y17,Y16,Y15,Y14,Y13,Y12,Y11,Y10,Y9,Y8,Y7,Y6,Y5,Y4,Y3,Y2,Y1,Y0} = 32'h00100000;
				5'd21: {Y31,Y30,Y29,Y28,Y27,Y26,Y25,Y24,Y23,Y22,Y21,Y20,Y19,Y18,Y17,Y16,Y15,Y14,Y13,Y12,Y11,Y10,Y9,Y8,Y7,Y6,Y5,Y4,Y3,Y2,Y1,Y0} = 32'h00200000;
				5'd22: {Y31,Y30,Y29,Y28,Y27,Y26,Y25,Y24,Y23,Y22,Y21,Y20,Y19,Y18,Y17,Y16,Y15,Y14,Y13,Y12,Y11,Y10,Y9,Y8,Y7,Y6,Y5,Y4,Y3,Y2,Y1,Y0} = 32'h00400000;
				5'd23: {Y31,Y30,Y29,Y28,Y27,Y26,Y25,Y24,Y23,Y22,Y21,Y20,Y19,Y18,Y17,Y16,Y15,Y14,Y13,Y12,Y11,Y10,Y9,Y8,Y7,Y6,Y5,Y4,Y3,Y2,Y1,Y0} = 32'h00800000;
				5'd24: {Y31,Y30,Y29,Y28,Y27,Y26,Y25,Y24,Y23,Y22,Y21,Y20,Y19,Y18,Y17,Y16,Y15,Y14,Y13,Y12,Y11,Y10,Y9,Y8,Y7,Y6,Y5,Y4,Y3,Y2,Y1,Y0} = 32'h01000000;
				5'd25: {Y31,Y30,Y29,Y28,Y27,Y26,Y25,Y24,Y23,Y22,Y21,Y20,Y19,Y18,Y17,Y16,Y15,Y14,Y13,Y12,Y11,Y10,Y9,Y8,Y7,Y6,Y5,Y4,Y3,Y2,Y1,Y0} = 32'h02000000;
				5'd26: {Y31,Y30,Y29,Y28,Y27,Y26,Y25,Y24,Y23,Y22,Y21,Y20,Y19,Y18,Y17,Y16,Y15,Y14,Y13,Y12,Y11,Y10,Y9,Y8,Y7,Y6,Y5,Y4,Y3,Y2,Y1,Y0} = 32'h04000000;
				5'd27: {Y31,Y30,Y29,Y28,Y27,Y26,Y25,Y24,Y23,Y22,Y21,Y20,Y19,Y18,Y17,Y16,Y15,Y14,Y13,Y12,Y11,Y10,Y9,Y8,Y7,Y6,Y5,Y4,Y3,Y2,Y1,Y0} = 32'h08000000;
				5'd28: {Y31,Y30,Y29,Y28,Y27,Y26,Y25,Y24,Y23,Y22,Y21,Y20,Y19,Y18,Y17,Y16,Y15,Y14,Y13,Y12,Y11,Y10,Y9,Y8,Y7,Y6,Y5,Y4,Y3,Y2,Y1,Y0} = 32'h10000000;
				5'd29: {Y31,Y30,Y29,Y28,Y27,Y26,Y25,Y24,Y23,Y22,Y21,Y20,Y19,Y18,Y17,Y16,Y15,Y14,Y13,Y12,Y11,Y10,Y9,Y8,Y7,Y6,Y5,Y4,Y3,Y2,Y1,Y0} = 32'h20000000;
				5'd30: {Y31,Y30,Y29,Y28,Y27,Y26,Y25,Y24,Y23,Y22,Y21,Y20,Y19,Y18,Y17,Y16,Y15,Y14,Y13,Y12,Y11,Y10,Y9,Y8,Y7,Y6,Y5,Y4,Y3,Y2,Y1,Y0} = 32'h40000000;
				5'd31: {Y31,Y30,Y29,Y28,Y27,Y26,Y25,Y24,Y23,Y22,Y21,Y20,Y19,Y18,Y17,Y16,Y15,Y14,Y13,Y12,Y11,Y10,Y9,Y8,Y7,Y6,Y5,Y4,Y3,Y2,Y1,Y0} = 32'h80000000;
				default: {Y31,Y30,Y29,Y28,Y27,Y26,Y25,Y24,Y23,Y22,Y21,Y20,Y19,Y18,Y17,Y16,Y15,Y14,Y13,Y12,Y11,Y10,Y9,Y8,Y7,Y6,Y5,Y4,Y3,Y2,Y1,Y0} = 32'hxxxxxxxx; 
			endcase 
		if (en == 1'b0) {Y31,Y30,Y29,Y28,Y27,Y26,Y25,Y24,Y23,Y22,Y21,Y20,Y19,Y18,Y17,Y16,Y15,Y14,Y13,Y12,Y11,Y10,Y9,Y8,Y7,Y6,Y5,Y4,Y3,Y2,Y1,Y0} = 32'h00000000; 
	end 
endmodule
module L3MUX(out, s, i31, i30, i29, i28, i27, i26, i25, i24, i23, i22, i21, i20, i19, i18, i17, i16, i15, i14, i13, i12, i11, i10, i9, i8, i7, i6, i5, i4, i3, i2, i1, i0);
   input [31:0] i0, i1, i2, i3, i4, i5, i6, i7, i8, i9, i10, i11, i12, i13, i14, i15, i16, i17, i18, i19, i20, i21, i22, i23, i24, i25, i26, i27, i28, i29, i30, i31;
   input [4:0] s;
   output reg [31:0] out;
	always @(s or i0 or i1 or i2 or i3 or i4 or i5 or i6 or i7 or i8 or i9 or i10 or i11 or i12 or i13 or i14 or i15 or i16 or i17 or i18 or i19 or i20 or i21 or i22 or i23 or i24 or i25 or i26 or i27 or i28 or i29 or i30 or i31)
	begin
		case (s)
			5'd0  : out = i0;
			5'd1  : out = i1;
			5'd2  : out = i2;
			5'd3  : out = i3;
			5'd4  : out = i4;
			5'd5  : out = i5;
			5'd6  : out = i6;
			5'd7  : out = i7;
			5'd8  : out = i8;
			5'd9  : out = i9;
			5'd10 : out = i10;
			5'd11 : out = i11;
			5'd12 : out = i12;
			5'd13 : out = i13;
			5'd14 : out = i14;
			5'd15 : out = i15;
			5'd16 : out = i16;
			5'd17 : out = i17;
			5'd18 : out = i18;
			5'd19 : out = i19;
			5'd20 : out = i20;
			5'd21 : out = i21;
			5'd22 : out = i22;
			5'd23 : out = i23;
			5'd24 : out = i24;
			5'd25 : out = i25;
			5'd26 : out = i26;
			5'd27 : out = i27;
			5'd28 : out = i28;
			5'd29 : out = i29;
			5'd30 : out = i30;
			5'd31 : out = i31; 
			default : out = 32'hxxxxxxx;
		endcase
	end
endmodule
module L3Register (q, data, clk, reset, enable);
	input [31:0] data ;
	input clk, reset, enable; 
	output  reg [31:0] q; 
	always @ ( posedge clk or posedge reset) 
		if (reset==1'b1) begin 
			q <= 32'h00000000; 
		end 
		else if (enable) begin 
			q <= data; 
		end
endmodule
module LAB_3 (rd1,rd2,ra1,ra2,wa,wd,Clk,WE,rst);
	input [31:0] wd;
	input [4:0] ra1,ra2,wa;
	input Clk, WE, rst;
	output [31:0] rd1,rd2;
	wire Y31, Y30, Y29, Y28, Y27, Y26, Y25, Y24, Y23, Y22, Y21, Y20, Y19, Y18, Y17, Y16, Y15, Y14, Y13, Y12, Y11, Y10, Y9, Y8, Y7, Y6, Y5, Y4, Y3, Y2, Y1, Y0; 
	wire [31:0] Q31, Q30, Q29, Q28, Q27, Q26, Q25, Q24, Q23, Q22, Q21, Q20, Q19, Q18, Q17, Q16, Q15, Q14, Q13, Q12, Q11, Q10, Q9, Q8, Q7, Q6, Q5, Q4, Q3, Q2, Q1, Q0; 
	L3Decoder dec(Y31, Y30, Y29, Y28, Y27, Y26, Y25, Y24, Y23, Y22, Y21, Y20, Y19, Y18, Y17, Y16, Y15, Y14, Y13, Y12, Y11, Y10, Y9, Y8, Y7, Y6, Y5, Y4, Y3, Y2, Y1, Y0, 
					  wa,WE);
	assign Q0 = 32'h00000000;
	L3Register r1 (Q1 , wd,Clk,rst,Y1);
	L3Register r2 (Q2 , wd,Clk,rst,Y2);
	L3Register r3 (Q3 , wd,Clk,rst,Y3);
	L3Register r4 (Q4 , wd,Clk,rst,Y4);
	L3Register r5 (Q5 , wd,Clk,rst,Y5);
	L3Register r6 (Q6 , wd,Clk,rst,Y6);
	L3Register r7 (Q7 , wd,Clk,rst,Y7);
	L3Register r8 (Q8 , wd,Clk,rst,Y8);
	L3Register r9 (Q9 , wd,Clk,rst,Y9);
	L3Register r10(Q10, wd,Clk,rst,Y10);
	L3Register r11(Q11, wd,Clk,rst,Y11);
	L3Register r12(Q12, wd,Clk,rst,Y12);
	L3Register r13(Q13, wd,Clk,rst,Y13);
	L3Register r14(Q14, wd,Clk,rst,Y14);
	L3Register r15(Q15, wd,Clk,rst,Y15);
	L3Register r16(Q16, wd,Clk,rst,Y16);
	L3Register r17(Q17, wd,Clk,rst,Y17);
	L3Register r18(Q18, wd,Clk,rst,Y18);
	L3Register r19(Q19, wd,Clk,rst,Y19);
	L3Register r20(Q20, wd,Clk,rst,Y20);
	L3Register r21(Q21, wd,Clk,rst,Y21);
	L3Register r22(Q22, wd,Clk,rst,Y22);
	L3Register r23(Q23, wd,Clk,rst,Y23);
	L3Register r24(Q24, wd,Clk,rst,Y24);
	L3Register r25(Q25, wd,Clk,rst,Y25);
	L3Register r26(Q26, wd,Clk,rst,Y26);
	L3Register r27(Q27, wd,Clk,rst,Y27);
	L3Register r28(Q28, wd,Clk,rst,Y28);
	L3Register r29(Q29, wd,Clk,rst,Y29);
	L3Register r30(Q30, wd,Clk,rst,Y30);
	L3Register r31(Q31, wd,Clk,rst,Y31);
	L3MUX mux1 (rd1, ra1, Q31, Q30, Q29, Q28, Q27, Q26, Q25, Q24, Q23, Q22, Q21, Q20, Q19, Q18, Q17, Q16, Q15, Q14, Q13, Q12, Q11, Q10, Q9, Q8, Q7, Q6, Q5, Q4, Q3, Q2, Q1, Q0);
	L3MUX mux2 (rd2, ra2, Q31, Q30, Q29, Q28, Q27, Q26, Q25, Q24, Q23, Q22, Q21, Q20, Q19, Q18, Q17, Q16, Q15, Q14, Q13, Q12, Q11, Q10, Q9, Q8, Q7, Q6, Q5, Q4, Q3, Q2, Q1, Q0);
endmodule
</file>
==> flow_summary_export.csv <==
group,metric,value,unit
status,status,"finished clean",
synth,syn_avg_cell_area,12.0,µm²
final_layout,drive_above_1_share,36.3,%
clocking,cts_sinks,992,
detailed_routing,top_layer,"met5",
placed_design,dpl_cell_area,55200,µm²
clocking,postCtsSetupRepairBufs,0,
detailed_routing,dr.pass1.iters,6,
worst_setup_path,worstPathMaxFanout,26,
floorplan,rows,130,
floorplan,fp-utilization,40.5,%
grt,grt_pass1_vias,43000,
hold_path,hp-class,"reg -> reg",
synth,edf_count,0,
pwr,cellPowerDensity,298,nW/µm²
synth,ys_warn_count,3,
worst_setup_path,critPathKind,"in -> out",
detailed_routing,vias,44200,
worst_setup_path,crit_arrival,4930,ps
clocking,clkLatencyLatePin,760,ps
detailed_routing,m1WireLength,92.3,mm
worst_setup_path,crit_family,"buffers and inverters",
final_timing,final_hold_viol_count,0,
final_timing,drv_slew,0,
clocking,cts-root-buf,"clkbuf_16",
placed_design,hpwl,165,mm
clocking,path_clk_slew,60,ps
clocking,cts_max_level,3,
grt,grt_max_degree,117,
worst_setup_path,path_buffers,4,
synth,ff_type,"dfrtp_1",
clocking,cts-buffers-inserted,108,
detailed_routing,ant_nets,0,
final_timing,grt_setup_unrepaired,"no",
floorplan,die_w,359,µm
worst_setup_path,critPathCaptureType,"primary output",
worst_setup_path,r2r_slack,5700,ps
flow_run,warnings,46,
clocking,holdBufCountCts,0,
synth,yosysChipArea,50900,µm²
clocking,post_cts_resized,0,
detailed_routing,wl_met2,107,mm
grt,grt_pass1_wl,359,mm
clocking,cts_tree,"done",
flow_run,cap_violations,0,
final_timing,clock_skew,0,ps
grt,antenna_found_initial,22,
synth,netlist_area,50900,µm²
detailed_routing,avgRoutedWirePerCell,43.1,µm
final_layout,finalInstanceArea,58800,µm²
worst_setup_path,worst_ep_required_time,5280,ps
final_timing,tightest_slew,1250,ps
placed_design,port_buffers,113,
synth,ys.flops,992,
final_layout,fillCellCount,11300,
worst_setup_path,critPathMaxStageDelay,570,ps
worst_setup_path,cpMostUsedCell,"buf_4",
synth,synthCells,4257,
floorplan,core_area,126000,µm²
synth,synth.distinct_cells,74,
clocking,ctsLongestPathBuffers,3,
floorplan,ios,114,
placed_design,globalplace.congestion,1.09,
worst_setup_path,path_cells,"buf_2 > buf_4 > nand4bb_2 > buf_4 > o32ai_1 > a221oi_1 > nand3_1 > or3_1 > clkdlybuf4s50_1",
final_timing,setup_viol,0,
synth,ys_async_sr_fraction,100,%
final_layout,stdcell_count,6087,
grt,grt-ovfl-total,0,
grt,grt.total_usage,42.0,%
final_layout,multiInputGateArea,24800,µm²
final_timing,period_needed,6250,ps
final_timing,max_freq,160,MHz
detailed_routing,wl_met3,41.4,mm
detailed_routing,drt-vias-per-instance,7.27,
final_layout,lay_top_cells,"mux2_2, dfrtp_1, a22oi_1, buf_4, and3_1",
detailed_routing,drc_errors,0,
final_timing,relSlewSlack,15.5,%
synth,ys_seq_share,48.7,%
floorplan,chipArea,129000,µm²
final_layout,lay_top_count,"mux2_2",
detailed_routing,dr.first_iter.drc_count,5779,
final_layout,syn2layout_area_growth,15.5,%
pwr,vdd_ir_drop_max,0.000227,V
detailed_routing,drt_wl_total,263,mm
floorplan,dieHeight,359,µm
final_timing,period_used_share,94.7,%
worst_setup_path,start_kind,"input pin",
final_layout,regArea,24800,µm²
worst_setup_path,cp_slowest_cell,"nand4bb_2",
pwr,leakage,0.0263,µW
placed_design,placed_cells,5863,
synth,yosys_cells,4257,
-- area by class of cell --
| type | instances | share of cell area [%] |
|---|---|---|
| Inverter | 5 | 0.0383 |
| Antenna cell | 35 | 0.149 |
| Multi-Input combinational cell | 2827 | 42.1 |
| Tap cell | 1650 | 3.51 |
| Timing Repair Buffer | 389 | 5.90 |
| Sequential cell | 992 | 42.2 |
| Clock buffer | 146 | 5.11 |
| Clock inverter | 43 | 0.989 |
-- synthesized netlist by cell type, types with 16 or more instances --
library cell	n	share of area [%]
a22oi_1	517	7.6
buf_1	51	0.38
nand4_1	91	1.1
nand3_1	94	0.92
clkbuf_1	268	2.0
mux2i_1	146	2.9
o22ai_1	32	0.39
or4_1	42	0.62
a221oi_1	27	0.46
nand2_1	83	0.61
dfrtp_1	992	49
a2111oi_0	61	1.0
a22o_1	38	0.65
and3_1	221	2.7
nor3b_1	16	0.24
a32oi_1	16	0.28
nor2_1	117	0.86
mux2_2	1017	22
a21oi_1	58	0.57
a222oi_1	19	0.37
and2_1	16	0.20
or3_1	16	0.20
buf_2	98	0.96
nand3b_1	20	0.29
-- layer usage --
| metal | GRT usage (%) | vias to the layer above |
|---|---|---|
| met4 | 25.0 | 22 |
| met5 | 1.55 | - |
| met2 | 56.6 | 3948 |
| met1 | 52.7 | 22300 |
| met3 | 23.9 | 1299 |
| li1 | - | 16600 |
-- stage by stage --
stage	setup TNS, ps	power, µW	setup WS [ps]	utilization [%]	hold WS, ps
finish	0	17500	349	46.7	518
CTS	0	17400	525	46.7	519
detailed placement	0	11200	556	43.8	504
global placement	0	11100	549	43.8	497
floorplan	-8319240	9790	-8390	-	485
global route	0	18000	283	46.7	532
-- cells by family after synthesis --
group,share of synthesized area [%]
multiplexers,25.7
flip-flops,48.7
AND-OR/OR-AND,12.9
AND/OR/NAND/NOR,9.10
buffers and inverters,3.62
-- where the power goes --
group          internal (µW)  total (µW)  leakage (µW)  switching [µW]
sequential              7260        8450        0.0127            1190
clock                   3620        6320       0.00177            2700
combinational           1450        2760        0.0118            1310
-- final timing paths --
check                            end       from  cells after the start
max in group asynchronous   r7.q[28]        rst                      5
max reg2reg                r27.q[30]  r27.q[30]                      1
min reg2reg                  r8.q[1]    r8.q[1]                      1
max                           rd1[2]     ra1[1]                      9
min                          r8.q[1]    r8.q[1]                      1
min in group asynchronous   r5.q[29]        rst                      3
Power is estimated from default activity; no workload was simulated.
